## config.mk

```make
export PLATFORM = sky130hd
export DESIGN_NAME = mux31
export DESIGN_NICKNAME = mux31
export VERILOG_FILES = /design/flow/design.v
export SDC_FILE = /design/flow/constraint.sdc
export NUM_CORES = 4
export LEC_CHECK = 1
export CORE_AREA = 10 10 82 82
export DIE_AREA = 0 0 92 92
```

## design.v

```verilog
module mux21(A, B, Q, S);
   input logic[26:0] A, B;
   input logic S;
   output logic [26:0] Q;
   assign Q = S ? B : A;
endmodule  
module mux31(A, B, C, Q, S);
   input logic[26:0] A, B, C;
   input logic [1:0] S;
   output logic [26:0] Q;
   logic [26:0]        W;
   mux21 first(A, B, W, S[0]);
   mux21 second(W, C, Q, S[1]);
endmodule  
```

## run.sh

```bash
#!/bin/bash
# OpenROAD 26Q1-2900-gdf79404cd8, Yosys 0.63+post, stock flow scripts
make -C /OpenROAD-flow-scripts/flow DESIGN_CONFIG=/design/flow/config.mk WORK_HOME=/design/flow/orfs finish
```

## constraint.sdc

```tcl
current_design mux31

set clk_period 1.0
set clk_io_pct 0.2

create_clock -name clk0 -period $clk_period

set non_clock_inputs [all_inputs -no_clocks]
set_input_delay [expr $clk_period * $clk_io_pct] -clock clk0 $non_clock_inputs
set_output_delay [expr $clk_period * $clk_io_pct] -clock clk0 [all_outputs]
```

==> impl.org <==
#+TITLE: Implementation results

** Timing
- RSZ-0062 raised after global routing :: true
- Per the slew report, the remaining headroom to the max-slew limit stands at 0.882.
- Final critical-path setup slack :: -212 ps
- Worst-Margin Slew :: 172 ps
- Adding up every negative setup slack in the final design gives -3730 ps.
- Min Clock Period, post-route :: 1210 ps
- Final period utilization :: 1.21
- For reference, the final report shows the hold violation count at 0.
- Setup-violating endpoint count in the final report :: 27
- Count of final max-slew check failures :: 0
- Worst Hold Slack :: 686 ps
- Per the timing report, the achievable frequency comes out to 825 MHz.

** Setup path
- Cells traversed along the worst timing path :: buf_8 -> buf_12 -> buf_12 -> buf_4 -> mux2i_1 -> o21ai_1 -> buf_2
- The longest incremental delay of any stage on the critical path is reported as 130 ps.
- For reference, the most critical setup path is categorized as in2out.
- Data on the critical path arrives at its endpoint at 1010 ps.
- In this run the worst path has a maximum fanout of 6.
- Counting stages on the worst path, the most repeated cell is sky130_fd_sc_hd__buf_12.
- STA classifies the critical path endpoint as an output pin.
- Per the STA report, the cell with the highest stage delay on the worst path is sky130_fd_sc_hd__buf_12.
- Critical Path RT :: 800 ps
- Startpoint class of the critical path :: primary input

** Logic synthesis
- Number of standard cells after synthesis :: 90
- The share of synthesized area in the top cell type comes to 0.458.
- Synth warn :: 0
- Per Yosys stat, the portion of area used by sequential elements is 0.
- The synthesized netlist has a Yosys-reported chip area of 591 um^2.
- Cell taking the most area after synthesis :: sky130_fd_sc_hd__mux2i_1
- Before any placement, the netlist area is recorded as 591 um^2.
- Post-Synthesis Mean Instance Area :: 6.56 um^2
- Unique masters post-synth :: 10
- For this design, Yosys synthesis ends with a cell count of 90.
- Ranked by total cell area, the synthesized netlist is headed by sky130_fd_sc_hd__mux2i_1 46%, sky130_fd_sc_hd__nand2_1 17%, sky130_fd_sc_hd__o21ai_1 16%.

** Min path
- The launch point of the worst min-delay path is recorded as C[4].
- Hold Crit Endpoint :: Q[4]
- The report gives the cell count of the worst hold path as 4.
- Class of the most critical hold timing path :: in2out

** Final layout
- In the final layout, the share of cells above drive strength 1 is 0.227.
- The final layout contains a sequential cell count of 0.
- Registers take 0 um^2.
- Counting the clock-network buffers in the layout gives 0.
- In this run the layout overhead on the synthesized area is reported as 200%.

** Placement
- Detailed placement finished with a half-perimeter wire length of 3110 um.
- Placer's final routability congestion estimate :: 0.717
- Number of buffers added on ports :: 110

** Global routing
- The global routing report lists combined usage of all routing layers as 0.0804.
- The number of global-route vias before repair is 1086.
- Pin count of the biggest net entering global routing :: 30
- The number of antenna violations at the first check in global routing came to 0.
- The first global-routing pass estimated 5620 um of wire.
- The total overflow left after global routing is 0.

** Power
- Leak Pwr :: 0.910 nW
- IR analysis of the VDD net gives a maximum drop of 0.000141 V.
- The script computed a power per unit cell area of 366 nW/um^2.

** Route
- WL per Instance :: 13.2 um
- Per the detail_route report, vias per standard cell equal 3.77.
- After detailed routing, the number of remaining DRC violations is 0.
- The first detailed-routing pass ran for 4 iterations.
- Initial DRC count :: 14
- Vias after detailed routing :: 1044
- The detail route stage leaves a number of antenna-violating nets equal to 0.
- Antenna repair during routing inserted a diode count of 0.
- The detailed router reported a total wirelength of 3670 um.

** Floorplan
- Floorplan utilization :: 0.116
- In this run the count of I/O pins placed on the die edge is 110.
- According to the floorplan report, the total die area is 8460 um^2.
- The floorplan has 26 rows.
- Core Area :: 5070 um^2
- Chip height :: 92 um
- Chip width :: 92 um

** Job
- Max cap viols :: 0
- OpenROAD warnings :: 34

** Status
- The flow ran to the end, but the final reports show violations.
- The checks that failed: negative setup slack.
==> cell type report <==
class	count	area (um^2)
repair buffers	126	1160
multi-input cells	81	523
fillers	581	3300
well taps	70	87.6
==> critical path, delay by kind of cell <==
kind                   cells  cell delay [ps]
AND-OR/OR-AND              1              120
buffers and inverters      5              590
multiplexers               1              110
==> synth_stat cells (all sizes together) <==
cell / n
buf: 6
clkbuf: 3
nand2: 27
o21ai: 27
mux2i: 27
==> metal layers <==
layer  GRT usage  wire length [um]  vias up
met2       0.147              1780       59
met1      0.0927              1510      433
met4           0                 0        0
met3      0.0288               382        0
li1            -                 -      552
met5           0                 0        -
==> through the flow <==
stage	worst slack [ps]	std cells	util	power, mW	instance area (um^2)
detailed placement	-591	266	0.348	0.727	1760
CTS	-238	274	0.339	0.649	1720
global route	-282	277	0.349	0.716	1770
finish	-212	277	0.349	0.648	1770
floorplan	70.7	90	-	0.186	591
global placement	-569	266	0.348	0.725	1760
==> how the worst max path moves through the flow <==
stage	startpoint	cells after the start	slack (ps)	endpoint
final	S[0]	7	-210	Q[20]
after global routing	S[0]	7	-280	Q[23]
after CTS	S[0]	7	-240	Q[11]
==> timing repair <==
| item | 4_1_cts | 5_1_grt |
|---|---|---|
| endpoints found under the setup margin | 27 | 27 |
| gates cloned | 0 | 0 |
| pin swaps | 22 | 20 |
| hold buffers | 0 | 0 |
| gates resized | 143 | 7 |
| buffers inserted | 8 | 3 |
==> report_power, final <==
part	leakage, nW	internal (mW)	switching [mW]
registers	0	0	0
logic	0.910	0.454	0.193
clock network	0	0	0
total	0.910	0.454	0.193
==> logic make-up (layout without fill, tap and decap cells) <==
kind of cell | after synthesis | count (layout) | share of synthesized area
AND-OR/OR-AND | 27 | 27 | 0.235
AND/OR/NAND/NOR | 27 | 27 | 0.172
multiplexers | 27 | 27 | 0.458
buffers and inverters | 9 | 126 | 0.136
==> placed cells by master, fill, tap and decap left out, drive strengths merged <==
master and count:
buf 45, nand2 27, o21ai 27, dlygate4sd2 43, clkdlybuf4s50 34, mux2i 27, dlymetal6s2s 4
Power and IR drop assume default switching activity.
